==> flow/design.v <==
`timescale 1ns / 1ps
module ID_EX (
    input clk,
    input reset,         
    input enable,        
    input flush,         
    input  [1:0]       RegDst_in, MemToReg_in,
    input              RegWrite_in, ALUSrc_in, extOp_in,
    input  [1:0]       ALUOp_in,
    input              MemRead_in, MemWrite_in,
    input  [1:0]       loadWidth_in,
    input              loadUnsigned_in,
    input  [1:0]       storeWidth_in,
    input              IsShift_in,
    input      [31:0]  ReadData1_in,
    input      [31:0]  ReadData2_in,
    input      [31:0]  SignExtend_in,  
    input      [5:0]   OpCode_in,
    input      [4:0]   Rt_in,
    input      [4:0]   Rd_in,
    input      [5:0]   Funct_in,
    input      [31:0]  PC_in,          
    input      [31:0]  PCPlus8_in,
    input      [31:0]  Shamt_in,
    output wire   [1:0]       RegDst_out, MemToReg_out,
    output wire               RegWrite_out, ALUSrc_out, extOp_out,
    output wire   [1:0]       ALUOp_out,
    output wire               MemRead_out, MemWrite_out,
    output wire   [1:0]       loadWidth_out,
    output wire               loadUnsigned_out,
    output wire   [1:0]       storeWidth_out,
    output wire               IsShift_out,
    output wire [31:0] ReadData1_out,
    output wire [31:0] ReadData2_out,
    output wire [31:0] SignExtend_out,
    output wire  [5:0] OpCode_out,
    output wire  [4:0] Rt_out,
    output wire  [4:0] Rd_out,
    output wire  [5:0] Funct_out,
    output wire [31:0] PC_out,
    output wire [31:0] PCPlus8_out,
    output wire [31:0] Shamt_out
);
    reg [1:0]   RegDst_q, MemToReg_q;
    reg         RegWrite_q, ALUSrc_q, extOp_q;
    reg [1:0]   ALUOp_q;
    reg         MemRead_q, MemWrite_q;
    reg [1:0]   loadWidth_q;
    reg         loadUnsigned_q;
    reg [1:0]   storeWidth_q;  
    reg         IsShift_q;
    reg [31:0] ReadData1_q, ReadData2_q, SignExtend_q, PC_q;
    reg [5:0]  OpCode_q;
    reg [4:0]  Rt_q, Rd_q;
    reg [5:0]  Funct_q;
    reg [31:0] PCPlus8_q;
    reg [5:0]  Shamt_q;
    assign RegDst_out           =   RegDst_q;
    assign MemToReg_out         =   MemToReg_q;
    assign MemWrite_out         =   MemWrite_q;
    assign RegWrite_out         =   RegWrite_q;
    assign ALUSrc_out           =   ALUSrc_q;
    assign extOp_out            =   extOp_q;
    assign ALUOp_out            =   ALUOp_q;
    assign MemRead_out          =   MemRead_q;
    assign loadWidth_out        =   loadWidth_q;
    assign loadUnsigned_out     =   loadUnsigned_q;
    assign storeWidth_out       =   storeWidth_q;
    assign PCPlus8_out          =   PCPlus8_q;
    assign IsShift_out          =   IsShift_q;
    assign Shamt_out            =   Shamt_q;
    assign OpCode_out           =   OpCode_q;
    assign Rt_out               =   Rt_q;
    assign Rd_out               =   Rd_q;
    assign Funct_out            =   Funct_q;
    assign PC_out               =   PC_q;
    assign ReadData1_out        =   ReadData1_q;
    assign ReadData2_out        =   ReadData2_q;
    assign SignExtend_out       =   SignExtend_q;
    always @(posedge clk or posedge reset) begin
        if (reset)
         begin
            RegWrite_q   <= 1'b0;
            ALUSrc_q     <= 1'b0;
            MemWrite_q   <= 1'b0;
            MemRead_q    <= 1'b0;
            ALUOp_q      <= 2'b00;
            RegDst_q     <= 2'b00;
            MemToReg_q   <= 2'b00;
            loadWidth_q  <= 2'b00;
            loadUnsigned_q <= 1'b0;
            storeWidth_q <= 2'b00;
            extOp_q      <= 1'b0;
            IsShift_q    <= 1'b0;
            ReadData1_q  <= 32'b0;
            ReadData2_q  <= 32'b0;
            SignExtend_q <= 32'b0;
            OpCode_q     <= 6'b0;
            Rt_q         <= 5'b0;
            Rd_q         <= 5'b0;
            Funct_q      <= 6'b0;
            PC_q         <= 32'b0;
            PCPlus8_q    <= 32'b0;
            Shamt_q      <= 32'b0;
        end 
        else if (enable) begin
            if (flush)
            begin
                RegWrite_q   <= 1'b0;
                ALUSrc_q     <= 1'b0;
                MemWrite_q   <= 1'b0;
                MemRead_q    <= 1'b0;
                ALUOp_q      <= 2'b00;
                RegDst_q     <= 2'b00;
                MemToReg_q   <= 2'b00;
                loadWidth_q  <= 2'b00;
                loadUnsigned_q <= 1'b0;
                storeWidth_q <= 2'b00;
                extOp_q      <= 1'b0;
                IsShift_q    <= 1'b0;
                ReadData1_q  <= 32'b0;
                ReadData2_q  <= 32'b0;
                SignExtend_q <= 32'b0;
                OpCode_q     <= 6'b0;
                Rt_q         <= 5'b0;
                Rd_q         <= 5'b0;
                Funct_q      <= 6'b0;
                PC_q         <= 32'b0;
                PCPlus8_q    <= PCPlus8_in;
                Shamt_q      <= 32'b0;
            end 
            else begin
                RegDst_q            <= RegDst_in;       
                MemToReg_q          <= MemToReg_in;
                RegWrite_q          <= RegWrite_in;
                ALUSrc_q            <= ALUSrc_in;
                extOp_q             <= extOp_in;
                ALUOp_q             <= ALUOp_in;
                MemRead_q           <= MemRead_in;
                MemWrite_q          <= MemWrite_in;
                loadWidth_q         <= loadWidth_in;
                loadUnsigned_q      <= loadUnsigned_in;
                storeWidth_q        <= storeWidth_in;  
                IsShift_q           <= IsShift_in;
                ReadData1_q  <= ReadData1_in;
                ReadData2_q  <= ReadData2_in;
                SignExtend_q <= SignExtend_in;
                OpCode_q     <= OpCode_in;
                Rt_q         <= Rt_in;
                Rd_q         <= Rd_in;
                Funct_q      <= Funct_in;
                PC_q         <= PC_in;
                PCPlus8_q    <= PCPlus8_in;
                Shamt_q      <= Shamt_in;
            end
        end
    end
endmodule
==> flow/run.sh <==
#!/bin/bash
# OpenROAD 26Q1-2900-gdf79404cd8, Yosys 0.63+post, stock flow scripts
make -C /OpenROAD-flow-scripts/flow DESIGN_CONFIG=/design/flow/config.mk WORK_HOME=/design/flow/orfs finish
==> flow/config.mk <==
export PLATFORM = sky130hd
export DESIGN_NAME = ID_EX
export DESIGN_NICKNAME = ID_EX
export VERILOG_FILES = /design/flow/design.v
export SDC_FILE = /design/flow/constraint.sdc
export NUM_CORES = 4
export LEC_CHECK = 1
export CORE_AREA = 10 10 227 227
export DIE_AREA = 0 0 237 237
==> flow/constraint.sdc <==
current_design ID_EX

set clk_period 1.0
set clk_io_pct 0.2

create_clock -name clk0 -period $clk_period [get_ports {clk}]

set non_clock_inputs [all_inputs -no_clocks]
set_input_delay [expr $clk_period * $clk_io_pct] -clock clk0 $non_clock_inputs
set_output_delay [expr $clk_period * $clk_io_pct] -clock clk0 [all_outputs]
==> results_dict.tcl <==
# flow metrics
set metrics [dict create \
    wl_met3_um 2692 \
    yosys.area.top_type "dfrtp_1" \
    crit_chain "buf_2" \
    dr.pass1.iters 4 \
    finish.instance_area_sq_mm 0.01361 \
    worst_path_max_delay_cell "dfrtp_1" \
    critical-path-max-stage-delay_ps 410 \
    antenna_found_initial 3 \
    cts_hold_buf 0 \
    ys_async_sr_fraction_pct 100.0 \
    p_leak_nw 6.824 \
    violations "negative setup slack" \
    routed_wl_um 29760 \
    pwr-share-comb_pct 16.6 \
    crit_fanout 2 \
    fmax_ghz 0.7873 \
    avgViaCountPerCell 3.747 \
    rows 79 \
    postSynthSeqShare_pct 68.49 \
    grt_max_degree 65 \
    rsz0062_at_grt "true" \
    warning_count 54 \
    antenna_cells 0 \
    report.final.slew_viol_count 0 \
    antenna_left 0 \
    clkPwrFrac_pct 40.5 \
    period_minus_slack_ps 1270 \
    seqPwrFrac_pct 42.9 \
    synthTopCellsByCount "dfrtp_1, a22o_1, mux2_2" \
    setup_viol 213 \
    ys_types 12 \
    ioPinCount 466 \
    die_x_um 237 \
    maxCapViolations 0 \
    synthTopCellsByArea "dfrtp_1, a22o_1, mux2_2" \
    flop_cell "dfrtp_1" \
    swShare_pct 22.39 \
    clockBufferDepth 3 \
    fin_crit_sh_pct 127.0 \
    synthesis.area_sq_mm 0.007490 \
    clock-sinks 205 \
    grt_pass1_vias 6832 \
    clk_pin_slew_ps 60 \
    dpl.hpwl_um 22620 \
    numCtsBuffers 24 \
    ir_drop_mv 0.9370 \
    synth.avg_cell_area_sq_um 15.51 \
    top_cell_area_share_pct 68.49 \
    die_y_um 237 \
    post_drt_wl_per_cell_um 17.40 \
    yosys_area_sq_mm 0.007490 \
    num_vias 6408 \
    ys_seq_elements 205 \
    cp-startpoint "ReadData2_q[24]" \
    fin_skew_ps 0 \
    routabilityCongestion 0.8257 \
    grt_overflow 0 \
    clk_latency_ps 520 \
    root_buffer "clkbuf_16" \
    hold_slack_ps 154.8 \
    die-area_sq_mm 0.05617 \
    crit_required_ps 800 \
    top_layer "met5" \
    dp.cells 1577 \
    edf_count 0 \
    numPortBuffers 413 \
    htreeDepth 1 \
    end_kind "output port" \
    wl_met2_um 14100 \
    dr.first_iter.drc_count 167 \
    syn_inst 483 \
    start_kind "flip-flop" \
    p_int_mw 16.85 \
    switchingPower_mw 4.861 \
    criticalPathCategory "flip-flop to output port" \
    r2r_start "SignExtend_q[18]" \
    layout_setup_ws_ps -270.2 \
    drc 0 \
    min_path_type "primary input to asynchronous set/reset pin" \
    r2r_slack_ps -50 \
    grt_pass1_wl_um 44060 \
    hold_viol 0 \
    syn2layout_area_growth_pct 81.72 \
    ys_cells 483 \
    m1WireLength_um 12310 \
    drive_above_1_share_pct 43.97 \
    grt_usage_pct 10.18 \
    crit_buf_inv 1 \
    critPathArrivalTime_ps 1070 \
    top_cell "dfrtp_1" \
    fp_util_pct 16.09 \
    placed_area_sq_mm 0.01312 \
    setup_tns_ps -44340 \
    core_sq_mm 0.04656 \
    yosys_warnings 1 \
    path_delay_family "flip-flops" \
    layout.cells.non_filler 1710 \
    tritoncts "built" \
    status "finished, violations left" \
    total_power_mw 21.71 \
    power_density_mw_per_mm2 1595 \
]
-- per-stage QoR --
stage	util, %	setup slack, ps
3_5_place_dp	28.17	-491.2
6_report	29.23	-270.2
2_1_floorplan	-	-1858
4_1_cts	28.57	-345.3
5_1_grt	29.23	-335.7
3_3_place_gp	28.17	-487.4
-- cells in the final DEF, fill, tap and decap left out, types with 6 or more instances in the layout --
| cell | synthesis | final |
|---|---|---|
| buf_12 | 0 | 17 |
| a22o_1 | 172 | 172 |
| buf_2 | 25 | 205 |
| clkdlybuf4s50_1 | 0 | 207 |
| buf_6 | 10 | 10 |
| dfrtp_1 | 205 | 205 |
| buf_4 | 27 | 182 |
| clkbuf_1 | 6 | 6 |
| conb_1 | 1 | 26 |
| clkbuf_16 | 0 | 25 |
| mux2_2 | 32 | 32 |
-- power groups by stage --
| stage | Combinational [mW] | Clock [mW] | Sequential (mW) |
|---|---|---|---|
| after CTS | 3.50 | 9.16 | 9.32 |
| after global routing | 3.93 | 9.47 | 9.40 |
| final | 3.60 | 8.79 | 9.32 |
-- cells by family after synthesis --
group / share of synthesized area, %
muxes: 4.811
AOI/OAI and AO/OA: 20.23
DFF: 68.49
other: 0.05007
and+or+nand+nor: 0.1337
buffers and inverters: 6.281
-- flip-flops by register name, summed over array words and instances, names as in the netlist, 5 cells and up --
register,flops
Shamt_q,6
OpCode_q,6
ReadData2_q,32
ReadData1_q,32
Funct_q,6
PCPlus8_q,32
Rd_q,5
Rt_q,5
SignExtend_q,32
PC_q,32
-- layer usage --
metal	global-route usage (%)	up-vias
met2	16.20	282
met3	3.782	48
met1	13.17	3098
li1	-	2974
met4	1.969	6
met5	0	-
-- cell type report --
type                            count  area, sq um
Clock buffer                       36        716.9
Clock inverter                      6        80.08
Fill cell                        4715        32950
Inverter                            2        16.27
Multi-Input combinational cell    233         1991
Sequential cell                   205         5130
Tap cell                          607        759.5
Timing Repair Buffer              621         4917
-- worst paths after layout --
check	cells after the start	to
worst max register to register	4	SignExtend_q[18]
worst min register to register	1	ALUSrc_q
worst max-delay path	1	ReadData2_out[24]
min in group clk0	4	RegDst_q[0]
max in group asynchronous	4	Rt_q[1]
worst min-delay path	3	ReadData1_q[24]
-- repair_timing --
item | in CTS | in global routing
pin swaps | 0 | 7
setup endpoints to repair | 205 | 208
buffers inserted | 54 | 39
resized | 676 | 9
Power figures rest on the tool's default switching activity, not on a simulated workload.
