### /design/flow/design.v
`timescale 1ns / 1ps
module RegisterFile(ReadRegister1, ReadRegister2, WriteRegister, WriteData, RegWrite, Clk, ReadData1, ReadData2);
    input [4:0] ReadRegister1;   
    input [4:0] ReadRegister2;   
    input [4:0] WriteRegister;   
    input [31:0] WriteData;
    input RegWrite;
    input Clk;
    output reg [31:0] ReadData1;
    output reg [31:0] ReadData2;
    reg [31:0] registers [31:0];
    integer i;
    initial begin
        for(i = 0; i < 32; i = i + 1)
            registers[i] = 0;
    end
	always @(negedge Clk)
	begin
	   if(RegWrite == 1 && (WriteRegister != 0))
	       registers[WriteRegister] <= WriteData;
	end
	always @(*)
	begin
	   ReadData1 = registers[ReadRegister1];
	   ReadData2 = registers[ReadRegister2];
	end
endmodule
### /design/flow/run.sh
#!/bin/bash
# OpenROAD 26Q1-2900-gdf79404cd8, Yosys 0.63+post, stock flow scripts
make -C /OpenROAD-flow-scripts/flow DESIGN_CONFIG=/design/flow/config.mk WORK_HOME=/design/flow/orfs finish
### /design/flow/config.mk
export PLATFORM = sky130hd
export DESIGN_NAME = RegisterFile
export DESIGN_NICKNAME = RegisterFile
export VERILOG_FILES = /design/flow/design.v
export SDC_FILE = /design/flow/constraint.sdc
export NUM_CORES = 4
export LEC_CHECK = 1
export CORE_UTILIZATION = 50
### /design/flow/constraint.sdc
current_design RegisterFile

set clk_period 6.4
set clk_io_pct 0.2

create_clock -name clk0 -period $clk_period [get_ports {Clk}]

set non_clock_inputs [all_inputs -no_clocks]
set_input_delay [expr $clk_period * $clk_io_pct] -clock clk0 $non_clock_inputs
set_output_delay [expr $clk_period * $clk_io_pct] -clock clk0 [all_outputs]
==> changes_impl.md <==
### Implementation results

* Number of standard cells after synthesis at 3387
* Flip-flop count of the largest register after layout at 1024
* Setup ws final at -0.342 ns
* H-tree depth at 3
* Most common cell after layout, fill and taps aside: sky130_fd_sc_hd__inv_1
* Wire length of the first global-routing pass at 223 mm
* CTS tree: yes
* Relative contribution of the clock network to total power at 0.494
* Fraction of registers with async set or reset after synthesis at 0
* Outcome: complete, but fails checks
* Cell type with the highest aggregate area in the netlist: sky130_fd_sc_hd__edfxtp_1
* Flip-flops with a built-in enable at 1024
* Vias in the first global route at 38500
* Max-slew violations at 0
* I/O pins at 113
* Summed area of non-filler cells in the final layout at 0.0617 mm^2
* Detailed Routing Iterations Pass 1 at 8
* Tightest slew margin relative to the limit at 0.340
* Capturing element type of the critical path: output port
* Number of warning messages in the logs at 1030
* Die boundary width at 314 um
* Total routing resource utilization after global routing at 0.339
* Count of port buffers added during placement at 112
* Total of endpoints with negative setup slack in the final report at 64
* Average detailed-routed wire length per instance at 25.1 um
* Hold Path Sink: ReadData1[2]
* Clock Pin Slew Worst Setup and Hold Paths at 0.03 ns
* Routability congestion estimate at 0.939
* Pin count of the biggest net entering global routing at 78
* Placed Area at 0.0533 mm^2
* Most Frequent Cell on Critical Path: sky130_fd_sc_hd__buf_4
* Total detailed-routing wirelength at 151 mm
* Maximum buffer depth of the clock tree at 3
* Avg Cell Area, Syn at 14.4 um^2
* Share of total power in combinational logic at 0.086
* Net switching component of the power at 0.00520 W
* Max stage delay cell, worst path: sky130_fd_sc_hd__edfxtp_1
* Share of layout cells above drive strength 1 at 0.146
* Number of vias per cell at 5.79
* Cell types occupying the most area after synthesis: sky130_fd_sc_hd__edfxtp_1 63%, sky130_fd_sc_hd__mux2i_1 21%, sky130_fd_sc_hd__a22oi_1 3.0%, sky130_fd_sc_hd__a22o_1 2.3%, sky130_fd_sc_hd__nand3_1 2.0%
* Worst path top cell family by delay: buffers and inverters
* Maximum capacitance violations at 0
* Total die size at 0.0988 mm^2
* Number of cell instances after yosys synthesis at 3387
* Cell-by-cell trace of the critical path: buf_4 > mux2i_1 > a22o_1 > nor3_2 > buf_4 > a31oi_4 > nand3_2 > buf_2
* Synth unique cells at 25
* Number of warning messages in the yosys log at 1
* Setup repair after global routing missed its margin: true
* Largest stage delay, worst path at 0.38 ns
* Core Util at FP at 0.504
* Proportion of total power due to net switching at 0.288
* Number of antenna violations at the first check in global routing at 1
* Violations in the final reports: setup timing
* Sum of overflow across all layers after global routing at 0
* Worst endpoint required time at 5.12 ns
* Flip-flop and latch count after synthesis at 1024
* Share of the synthesized area in the top cell type at 0.631
* First-iteration detailed-routing DRC count at 2057
* Commonest cells after routing, fill and taps aside: 1052 x sky130_fd_sc_hd__inv_1, 1024 x sky130_fd_sc_hd__edfxtp_1, 1022 x sky130_fd_sc_hd__mux2i_1
* Final hold violations at 0
* Vias after detailed routing at 34900
* Synthesized area at 0.0488 mm^2
* Cell Int Power at 0.0129 W
* Buffers & Inverters on Critical Path at 3
* Core footprint at 0.0967 mm^2
* HPWL reported at the end of detailed placement at 88.2 mm
* Worst setup path startpoint: registers[7][5]
* Fraction of the yosys area taken by sequential cells at 0.631
* Post-synth area from yosys stat at 0.0488 mm^2
* Placement Rows at 114
* Register bank with the most flops: registers
* Root cell of the clock tree: sky130_fd_sc_hd__clkbuf_16
* Most common flop cell mapped by yosys: sky130_fd_sc_hd__edfxtp_1
* Residual antenna-violating net count after detailed routing at 0
* Top fanout value on the critical path at 2
* Transition time at the pin with the least slew margin at 0.990 ns
* Maximum vdd drop at 227 uV
* Largest regs: registers: 1024 flops
* Setup Slack @ Placement at -0.240 ns
* Crit path arrival time at 5.46 ns
* Total power of the final layout at 0.0181 W
* Clock Sink Count at 1024
* Standby leakage power at 27.1 nW
* Residual DRC count at 0
* Worst Setup Start Kind: register
* Die H at 314 um
* Setup CP Type: register to output port
* Layout area overhead at 26.6%
* Number of buffers inserted during clock tree synthesis at 114
* Path type of the worst min-delay path: input port to output port
* Instance count along the most critical hold path at 6
* CTS Hold Buffers Added at 0
* Launch instance of the worst min-delay path: ReadRegister1[1]
* Cell area power density at 293 mW/mm^2
* Proportion of power drawn by flip-flops and latches at 0.420
## worst max path at each step
stage                    to  depth (start not counted)  slack, ns
finish         ReadData2[5]                          8      -0.34
global route   ReadData2[5]                          8      -0.42
CTS           ReadData2[11]                          9      -0.38
## cell usage after synthesis, types with 4 or more instances
cell and instances:
sky130_fd_sc_hd__edfxtp_1 1024, sky130_fd_sc_hd__a21oi_1 192, sky130_fd_sc_hd__clkbuf_1 71, sky130_fd_sc_hd__nand3_1 194
sky130_fd_sc_hd__a22o_1 128, sky130_fd_sc_hd__buf_6 37, sky130_fd_sc_hd__mux2i_1 1024, sky130_fd_sc_hd__nor2b_1 4
sky130_fd_sc_hd__nand3b_1 5, sky130_fd_sc_hd__buf_2 79, sky130_fd_sc_hd__nor3_1 64, sky130_fd_sc_hd__clkbuf_4 4
sky130_fd_sc_hd__nor2_1 34, sky130_fd_sc_hd__buf_1 10, sky130_fd_sc_hd__nand2b_1 4, sky130_fd_sc_hd__a31oi_1 64
sky130_fd_sc_hd__nand2_1 195, sky130_fd_sc_hd__a22oi_1 192, sky130_fd_sc_hd__buf_4 52
## through the flow
stage / util / TNS, ns / std cells / hold slack (ns)
floorplan: - / -208.65 / 3418 / 2.82
global placement: 0.551 / -2.56 / 4816 / 3.80
detailed placement: 0.551 / -3.50 / 4816 / 3.80
CTS: 0.637 / -12.02 / 6032 / 3.43
global route: 0.638 / -17.04 / 6035 / 3.48
finish: 0.638 / -10.36 / 6036 / 3.43
## power groups by stage
stage / clock, W / sequential, W / combinational (W)
4_1_cts: 0.00919 / 0.00758 / 0.00154
5_1_grt: 0.00997 / 0.00758 / 0.00164
6_report: 0.00894 / 0.00758 / 0.00155
## layout make-up
type	instances	area [um^2]
tap	1276	1600
clock buffer	115	2880
fill	6655	35000
sequential	1024	30700
antenna	2	5.00
multi-input combinational	2140	18100
clock inverter	1111	4700
timing repair buffer	368	3730
## metal layers
layer  global-route usage  vias to the layer above  share of wire
li1                     -                    16000              -
met1                0.417                    16700           0.35
met2                0.471                     2013           0.46
met3                0.246                      292           0.15
met4                0.130                        9          0.028
met5               0.0368                        -         0.0019
## repair_timing
action,4_1_cts,5_1_grt
resized,390,25
setup endpoints to repair,64,64
pin swaps,148,74
endpoints found under the hold margin,0,0
setup buffers,16,8
## kinds of logic after synthesis
| kind of cell | share of synthesized area |
|---|---|
| AND-OR/OR-AND | 0.0805 |
| buffers and inverters | 0.0316 |
| flip-flops | 0.631 |
| multiplexers | 0.210 |
| other | 0.0000769 |
| AND/OR/NAND/NOR | 0.0471 |
Power and IR drop assume default switching activity.
